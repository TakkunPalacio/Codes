==> /design/flow/design.v <==
`timescale 1ns / 1ps
module bigboom(a,b,s,result,carry
    );
input [7:0]a,b;
input [2:0]s;
output reg [7:0]result;
output reg carry;
always@(*)
begin
case(s)
3'b000:{carry,result} = a+b;
3'b001:{carry,result} = a-b;
3'b010:{carry,result} = a+1;
3'b011:{carry,result} = a-1;
3'b100:{carry,result} = a&b;
3'b101:{carry,result} = a|b;
3'b110:{carry,result} = ~a;
3'b111:{carry,result} = a^b;
endcase
end
endmodule
==> /design/flow/run.sh <==
#!/bin/bash
# OpenROAD 26Q1-2900-gdf79404cd8, Yosys 0.63+post, stock flow scripts
make -C /OpenROAD-flow-scripts/flow DESIGN_CONFIG=/design/flow/config.mk WORK_HOME=/design/flow/orfs finish
==> /design/flow/config.mk <==
export PLATFORM = sky130hd
export DESIGN_NAME = bigboom
export DESIGN_NICKNAME = bigboom
export VERILOG_FILES = /design/flow/design.v
export SDC_FILE = /design/flow/constraint.sdc
export NUM_CORES = 4
export LEC_CHECK = 1
export CORE_AREA = 10 10 77 77
export DIE_AREA = 0 0 87 87
==> /design/flow/constraint.sdc <==
current_design bigboom

set clk_period 7.3
set clk_io_pct 0.2

create_clock -name clk0 -period $clk_period

set non_clock_inputs [all_inputs -no_clocks]
set_input_delay [expr $clk_period * $clk_io_pct] -clock clk0 $non_clock_inputs
set_output_delay [expr $clk_period * $clk_io_pct] -clock clk0 [all_outputs]
==> Slide: Implementation Results <==
Key Metrics from the Run

Power and ir drop
  • Switching pwr: 52.49 uW
  • Clock power share: 0
  • Int Power: 58.51 uW
  • Gate power share: 1.000
  • Pwr Density: 73.31 mW/mm2
  • Switching share of total power: 0.4729
  • Sequential share of power: 0
  • Worst vdd ir: 0.02018 mV
  • LEAKAGE: 0.6645 nW

Layout
  • Registers: 0
  • Top Layout Cells: clkdlybuf4s50_1, inv_1, ha_1
  • Core Util, Final: 0.3477
  • Synth-to-layout area growth: 27.10%
  • Flop area: 0 um2
  • FILL cells: 472
  • Most numerous logic cell after layout: clkdlybuf4s50_1
  • Non-Filler Instances: 250
  • Clock buf count: 0
  • Layout cells sized above 1: 0.03535

Yosys
  • Ys Warns: 1
  • Post-Syn Area: 0.001191 mm2
  • # Cells Yosys: 176
  • Yosys stat chip area: 0.001191 mm2
  • Synth Seq Share: 0
  • Synth cell types: 35
  • Syn Area/Cell: 6.768 um2
  • Synthesized instance count: 176

Floorplanning
  • FP Core Util: 0.2736
  • Rows: 24
  • Die area: 0.007569 mm2
  • Placeable Area: 0.004354 mm2
  • Boundary Pins: 28
  • DIE WIDTH: 87 um
  • Die span in y: 87 um

Global routing
  • GR Util met1: 0.1340
  • Number of global-route vias before repair: 1213
  • Most used routing layer: met2
  • Gr usage total: 0.08814
  • GR Overflow Total: 0
  • M3 GR Usage: 0.009434
  • Initial antenna violation count: 0
  • Largest net degree at the start of global routing: 30
  • First-pass GRT wire length: 5720 um
  • Met2 Resource Use GR: 0.1379

Detailed routing
  • Residual DRC: 0
  • Iteration tally of the first detailed-router pass: 4
  • Starting DRT DRC Count: 93
  • Antenna Cells: 0
  • Detailed Route WL: 3304 um
  • Post-route ant nets: 0
  • Total number of vias: 1269
  • Avg WL per Cell: 13.22 um
  • Post-DR vias/cell: 5.076

Critical path
  • Crit path DRT: 5840 ps
  • WS Path Type: in -> out
  • Worst setup SP type: input port
  • CP delay by family, top: buffers and inverters
  • Slowest cell delay on critical path: 480 ps
  • Worst-path cell chain: clkdlybuf4s50_1 -> buf_4 -> inv_1 -> nand2_1 -> nor2_1 -> a311oi_1 -> o31a_1 -> ha_1 -> a211oi_1 -> nand2b_1 -> o221ai_1 -> xor2_1 -> o21ai_0 -> clkdlybuf4s50_1
  • Worst Setup End Kind: output port
  • Worst Path Arrival: 4890 ps
  • Worst path bufs/invs: 4
  • Slowest-stage cell, CP: clkdlybuf4s50_1
  • Cell mode on critical path: clkdlybuf4s50_1
  • Crit path max fanout: 18

STA
  • Final Hold Fails: 0
  • Minimum clock period: 6353 ps
  • Final setup vio count: 0
  • Max Freq: 0.1574 GHz
  • Max-slew violation count: 0
  • Worst slew pin tran: 538.9 ps
  • Slew HR: 0.6403
  • RSZ-0062 raised after global routing: false
  • Post-layout period usage: 0.8703
  • Setup TNS Final: 0 ps

Clocking
  • Cts hold-fix bufs: 0
  • Post-CTS sizing: 0
  • Post-CTS setup buffers: 0

Run
  • Max-cap violations: 0
  • Log Warnings: 40

Hold path
  • Hold Path Sink: result[0]
  • Hold Path Stages: 5
  • Hold Startpoint: a[0]
  • Path type of the worst min-delay path: in -> out

Run status
  • Outcome: finished clean

Placed design
  • Placed wire-length estimate: 2686 um
  • Cells after DPL: 250
  • Placer Congestion: 0.8425
  • # port buffers: 28
-- worst min-delay path, cell delays in order --
cell	delay [ps]
clkdlybuf4s50_1	440
inv_1	100
ha_1	130
a21oi_1	60
clkdlybuf4s50_1	400
-- how the worst max path moves through the flow --
stage / start / endpoint / slack [ps] / cells past startpoint
CTS: s[2] / result[7] / 930 / 14
global route: s[2] / result[7] / 540 / 14
finish: s[2] / result[7] / 950 / 14
-- power groups by stage --
stage / clock, mW / combinational, mW / sequential [mW]
4_1_cts: 0 / 0.112 / 0
5_1_grt: 0 / 0.127 / 0
6_report: 0 / 0.111 / 0
-- final cells by class --
type	count	area, um2	area share
inverter	26	100.1	0.06612
timing repair buffer	31	302.8	0.2000
multi-input combinational	141	1046	0.6909
tap	52	65.06	0.04298
-- metrics by stage --
step / area [um2] / hold WS [ps] / total power [mW] / setup slack (ps)
3_3_place_gp: 1514 / 4062 / 0.1112 / 973.8
6_report: 1514 / 4043 / 0.1110 / 947.1
5_1_grt: 1514 / 4117 / 0.1270 / 543.7
3_5_place_dp: 1514 / 4062 / 0.1113 / 947.4
4_1_cts: 1514 / 4062 / 0.1122 / 926.5
2_1_floorplan: 1191 / 3133 / 0.06661 / 2423
-- kinds of logic after synthesis --
kind of cell | synth area share
buffers and inverters | 0.1218
XOR/XNOR | 0.02942
AND/OR/NAND/NOR | 0.1628
adder cells (fa/ha/maj) | 0.2794
AND-OR/OR-AND | 0.3466
multiplexers | 0.05988
-- Yosys cell counts (2+ instances only) --
master	instances	area share
ha_1	25	0.26
inv_1	25	0.079
o21ai_0	19	0.080
a21oi_1	15	0.063
nand2_1	14	0.044
a211oi_1	13	0.082
nor2_1	12	0.038
nor3_1	5	0.021
clkbuf_1	4	0.013
o31ai_1	4	0.025
and2_1	3	0.016
buf_2	3	0.013
nand2b_1	3	0.016
nand3_1	3	0.013
a311oi_1	2	0.015
a31oi_1	2	0.011
mux4_2	2	0.038
o21a_1	2	0.013
o31a_1	2	0.015
xnor2_1	2	0.015
xor2_1	2	0.015
-- metal layers --
layer  up-vias  share of wire  wire length (um)
li1        679              -                 -
met1       571           0.53              1754
met2        19           0.44              1438
met3         0          0.034               112
met4         0              0                 0
met5         -              0                 0
Power figures rest on the tool's default switching activity, not on a simulated workload.
