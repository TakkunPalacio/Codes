<file path="flow/design.v">
`timescale 1ns / 1ps
module alu_16bit(opA,opB,sel,res,flag_c,flag_z,flag_o
    );
	input signed [15:0]opA,opB;
	input [1:0]sel;
	output reg [15:0]res;
	output reg flag_c,flag_z,flag_o;
always@(*)
	begin
	case(sel)
		default:{flag_c,res} = {1'b0,opA}+{1'b0,opB};
		2'b01:{flag_c,res} = {1'b0,opA}-{1'b0,opB};
		2'b10:res = opA&opB;
		2'b11:res = opA|opB;
		endcase
	if(res != 15'd0)
		begin
		flag_z = 1'b0;
		end
		else
		begin
		flag_z = 1'b1;
		end
	flag_o = (~res[15]&opA[15]&opB[15])|(res[15]&(~opA[15])&(~opB[15]));
	end
endmodule
</file>
<file path="flow/run.sh">
#!/bin/bash
# OpenROAD 26Q1-2900-gdf79404cd8, Yosys 0.63+post, stock flow scripts
make -C /OpenROAD-flow-scripts/flow DESIGN_CONFIG=/design/flow/config.mk WORK_HOME=/design/flow/orfs finish
</file>
<file path="flow/config.mk">
export PLATFORM = sky130hd
export DESIGN_NAME = alu_16bit
export DESIGN_NICKNAME = alu_16bit
export VERILOG_FILES = /design/flow/design.v
export SDC_FILE = /design/flow/constraint.sdc
export NUM_CORES = 4
export LEC_CHECK = 1
export CORE_UTILIZATION = 30
</file>
<file path="flow/constraint.sdc">
current_design alu_16bit

set clk_period 8.8
set clk_io_pct 0.2

create_clock -name clk0 -period $clk_period

set non_clock_inputs [all_inputs -no_clocks]
set_input_delay [expr $clk_period * $clk_io_pct] -clock clk0 $non_clock_inputs
set_output_delay [expr $clk_period * $clk_io_pct] -clock clk0 [all_outputs]
</file>
==> flow_summary.ini <==
; synthesis and place-and-route metrics
[placed_design]
hpwl_um = 5610
place_ws_ns = 1.25
portBuffers = 53
globalplace.congestion = 0.931
place_area_mm2 = 0.00310
place_inst = 506

[timing]
finalHoldViolCount = 0
finalWorstSetupSlack_ns = 1.26
rsz0062_at_grt = false
relSlewSlack_pct = 53.3
timing.hold.ws_ns = 4.49
setup_tns_ns = 0
finalClockPeriodUsage_pct = 85.6
period_needed_ns = 7.54
untimed_endpoints = 2
fmax_mhz = 133
worst_pin_slew_ns = 0.698
maxSlewViolCount = 0
unclocked_regs = 1
setup-violations-final = 0

[worst_setup_path]
cp.depth = 13
worstPathRequired_ns = 7.04
critical_path_class = in -> out
critPathTopFamily = simple AND/OR/NAND/NOR gates
arrival_ns = 5.78
path_buffers = 3
path_max_fanout = 12
critPathMostFrequentCell = clkdlybuf4s50_1
path_cells = clkdlybuf4s50_1 > inv_1 > ha_1 > nor2_1 > a2111oi_4 > nor3_2 > a2111oi_2 > mux2i_1 > a32oi_1 > nor4_1 > or4b_1 > nor4_2 > clkdlybuf4s50_1
critical_path.slowest_cell = ha_1
end_kind = output port
cpPeakStageDelay_ns = 0.53
worstSetupStartpointType = input port

[final_layout]
n_fill_cell = 857
fin_area_mm2 = 0.00310
layout_top_cells = clkdlybuf4s50_1 (53), inv_1 (52), ha_1 (48)
final_cells = 506
syn_to_final_growth_pct = 22.4
lay_top_count = clkdlybuf4s50_1
largest_reg_flops = 1
drive_above_1_share_pct = 6.73
post-route-util_pct = 37.9

[synthesis]
syn_avg_cell_area_um2 = 6.86
synthMuxAreaShare_pct = 3.06
numSynthFlops = 1
edf_count = 0
adder_share_pct = 25.3
ys_area_mm2 = 0.00253
yosys.area_share.aoi_pct = 33.9
async_reset_ff_share_pct = 0
yosys_cells = 369
synth_simple_gate_area_share_pct = 21.5
yosys_warnings = 1
synthTopLogicFamily = AND-OR/OR-AND gates
ys.flop_type = dlxtn_1
ys_sh_xor_pct = 3.46
synth_cell_types = 66
synth_cells = 369
syn_area_mm2 = 0.00253

[routing]
drt_iter0_drc = 104
avgViaCountPerCell = 5.10
postRouteAntennaNets = 0
drt-wirelength-per-cell_um = 13.5
wl_um = 6820
vias = 2579
drtPass1Iterations = 5
drc = 0
antenna_cells = 0

[floorplanning]
fp_util_pct = 31.0
core_area_mm2 = 0.00818
die_x_um = 93.9
io_pins = 53
chipArea_mm2 = 0.00881
die_height_um = 93.9
num_rows = 33

[grt]
antenna_found_initial = 0
grt_pass1_vias = 2289
grt_overflow_total = 0
grt_pass1_wl_um = 11400
grt_use_total_pct = 16.0
grt_max_degree = 35

[pwr]
p_leak_nw = 1.37
p_total_mw = 0.196
irDropWorstVdd_mv = 0.0227
power_density_mw_per_mm2 = 63.4

[run]
max_cap_violations = 0
tool_warnings = 64

[hold_path]
whs_path_depth = 4
hold_path_class = in -> out

[clock_tree]
post-cts-setup-buffers = 0
cts_hold_buf = 0
post_cts_resized = 0

[run_status]
status = finished clean
[cell families (layout without fill, tap and decap cells)]
group	Yosys count	count (layout)
AOI/OAI and AO/OA	120	120
latches	1	1
and+or+nand+nor	106	106
muxes	6	6
adders and majority gates	50	50
buffers and inverters	76	108
xor gates and xnor gates	10	10
[cells in the mapped netlist, drive strengths merged, types with 2 or more instances]
library cell / count / area (um2)
a31oi: 8 / 50.1
o21ai: 23 / 115
or2: 5 / 31.3
nand2b: 4 / 32.5
o31a: 4 / 35.0
a22oi: 2 / 20.0
nand2: 22 / 82.6
xnor2: 10 / 87.6
o22ai: 4 / 25.0
o211ai: 6 / 45.0
o2111ai: 2 / 17.5
nor4: 5 / 37.5
a2111oi: 4 / 85.1
o31ai: 4 / 35.0
nor2b: 6 / 37.5
buf: 8 / 51.3
ha: 48 / 601
o21bai: 2 / 15.0
mux2i: 4 / 43.8
fa: 2 / 40.0
clkbuf: 15 / 57.6
and3: 3 / 18.8
inv: 53 / 199
a21oi: 33 / 165
nand3: 5 / 25.0
or3: 3 / 18.8
o21a: 2 / 15.0
nor2: 33 / 124
a211oi: 5 / 42.5
nor3: 12 / 70.1
a21o: 6 / 45.0
a211o: 3 / 26.3
and2: 3 / 18.8
[cell type report]
class                   count  area (um2)  area share (%)
flip-flops and latches      1        15.0           0.484
inverters                  53         199            6.42
repair buffers             55         546            17.6
well taps                 105         131            4.24
multi-input cells         292        2210            71.3
[final timing paths]
path / startpoint / end / slack, ns
setup / recovery: opA[3] / flag_z / 1.26
hold / removal: opB[15] / flag_o / 4.49
[power by group]
| group | internal, mW | switching (mW) | total, mW |
|---|---|---|---|
| registers | 0.000628 | 0.0000796 | 0.000708 |
| logic | 0.0955 | 0.100 | 0.196 |
| clock network | 0 | 0 | 0 |
| total | 0.0961 | 0.100 | 0.196 |
[tightest hold or removal path: stages]
cell and delay (ns):
clkdlybuf4s50_1 0.44, nand2_1 0.08, mux2i_1 0.06, clkdlybuf4s50_1 0.39
[per-layer routing]
layer | track usage, % | vias up | share of wire [%]
met1 | 24.6 | 1156 | 50
met3 | 0.247 | 4 | 3.8
li1 | - | 1361 | -
met5 | 0 | - | 0
met2 | 25.9 | 58 | 46
met4 | 1.03 | 0 | 0.81
