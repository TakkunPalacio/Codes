==> ./design.v <==
`timescale 1ns / 1ps
module asdasd(opA,opB,sel,res,flag_c,flag_z,flag_o
    );
	input signed [15:0]opA,opB;
	input [1:0]sel;
	output reg [15:0]res;
	output reg flag_c,flag_z,flag_o;
always@(*)
	begin
	case(sel)
		default:{flag_c,res} = {1'b0,opA}+{1'b0,opB};
		2'b01:{flag_c,res} = {1'b0,opA}-{1'b0,opB};
		2'b10:res = opA&opB;
		2'b11:res = opA|opB;
		endcase
	if(res != 15'd0)
		begin
		flag_z = 1'b1;
		end
	if(flag_z == 1'b0 && flag_c == 1'b1)
		begin
		flag_o = 1'b1;
		end
	end
endmodule
==> ./run.sh <==
#!/bin/bash
# OpenROAD 26Q1-2900-gdf79404cd8, Yosys 0.63+post, stock flow scripts
make -C /OpenROAD-flow-scripts/flow DESIGN_CONFIG=/design/flow/config.mk WORK_HOME=/design/flow/orfs finish
==> ./config.mk <==
export PLATFORM = sky130hd
export DESIGN_NAME = asdasd
export DESIGN_NICKNAME = asdasd
export VERILOG_FILES = /design/flow/design.v
export SDC_FILE = /design/flow/constraint.sdc
export NUM_CORES = 4
export LEC_CHECK = 1
export CORE_UTILIZATION = 30
==> ./constraint.sdc <==
current_design asdasd

set clk_period 12.3
set clk_io_pct 0.2

create_clock -name clk0 -period $clk_period

set non_clock_inputs [all_inputs -no_clocks]
set_input_delay [expr $clk_period * $clk_io_pct] -clock clk0 $non_clock_inputs
set_output_delay [expr $clk_period * $clk_io_pct] -clock clk0 [all_outputs]
==> reports/metrics.cfg <==
[status]
outcome=finished, final reports clean

[final_layout]
syn_to_final_growth_pct=25.1
finish.instance_area_sq_um=2760
largest_register_ffs=1
drive_gt1_frac=0.0333

[synthesis]
topCellsByArea=ha_1, inv_1, a21oi_1, nor2_1, o21ai_0
yosys.area.top_type_share=0.272
ys_warn_count=1
synth.distinct_cells=49
ys_ff=1
avgSynthCellArea_sq_um=6.77
ff_type=dlxtn_1
async_flop_share=0
synth-edff-count=0
syn_inst=326
ys_area_sq_um=2210
netlist.top_cell.by_area=ha_1
yosysCellCount=326
common_cells=ha_1, inv_1, nor2_1
synth_area_sq_um=2210

[power]
p_seq_frac=0.004
intPower_mw=0.0603
ir_worst_vdd_mv=0.0153
power.density_nw_per_um2=43.0
p_leak_nw=1.28
p_sw_mw=0.0583
p_comb_frac=0.996
p_sw_frac=0.492
clock_power_share=0

[min_path]
hp-start=sel[1]
min_to=res[3]
hp-class=in -> out
hold_path_depth=4

[clock_network]
post-cts-setup-buffer-count=0
postCtsHoldBufs=0
cts_resized=0

[setup_path]
cp-end-kind=output pin
critPathArrivalTime_ps=5750
crit_chain=clkdlybuf4s50_1 > inv_1 > ha_1 > inv_1 > a221oi_1 > nor2_1 > or3_1 > a31oi_1 > xor2_1 > mux4_2 > clkdlybuf4s50_1
crit_required_ps=9840
cp_max_fo=10
slowest_stage=clkdlybuf4s50_1
cp-start-kind=input pin
critical_path.max_stage_delay_ps=510
critical_path_class=in -> out

[place]
io_buffer_count=51
placedInstanceArea_sq_um=2760
hpwlAfterDp_um=4540
gp_congestion=0.876

[global_route]
grt_pass1_wl_um=9400
grt.overflow.total=0
grtUsageTotal=0.151
antenna_found_initial=0
grt_max_degree=44
grt_pass1_vias=2036

[floorplan]
fp_util=0.318
ioPinCount=53
core_area_sq_um=6940
die_x_um=87.8
die-area_sq_um=7700
die_h_um=87.8
fp-row-count=30

[sta]
hold_violations=0
period_needed_ps=8210
setup_viol=0
untimed_endpoints=2
max_freq_mhz=122
tns_ps=0
slew_violations=0
unclocked_pins=1
finalCritPeriodShare=0.668
rsz0062_at_grt=no

[route]
drc=0
drtPass1Iterations=4
num_vias=2239
drtIter0Drc=97
avgRoutedWirePerCell_um=12.2
vias_per_cell=4.91
drt-total-wl_um=5580
antenna_cells=0
ant_nets=0

[flow_run]
drv_cap=0
tool_warnings=64

## critical path: cells and delay by family
family                   cells  cell delay (ps)
multiplexers                 1              440
AND-OR/OR-AND                2              710
adder cells (fa/ha/maj)      1              480
buffers and inverters        4             1140
XOR/XNOR                     1               90
AND/OR/NAND/NOR              2              440
## kinds of logic after synthesis
| group | synth area share |
|---|---|
| AOI/OAI and AO/OA | 0.294 |
| xor gates and xnor gates | 0.0556 |
| adders and majority gates | 0.290 |
| buffers and inverters | 0.124 |
| latches | 0.00680 |
| muxes | 0.0437 |
| other | 0.00340 |
| and+or+nand+nor | 0.182 |
## stage by stage
stage / utilization / power, mW / worst slack (ps) / std cells / hold WS [ps]
6_report: 0.397 / 0.119 / 4090 / 456 / 6120
3_5_place_dp: 0.397 / 0.119 / 4090 / 456 / 6110
3_3_place_gp: 0.397 / 0.119 / 4090 / 456 / 6120
2_1_floorplan: - / 0.0734 / 5470 / 326 / 5160
5_1_grt: 0.397 / 0.133 / 3880 / 456 / 6170
4_1_cts: 0.397 / 0.119 / 4080 / 456 / 6130
## layer usage
| metal | vias up | GRT usage | routed length [um] |
|---|---|---|---|
| li1 | 1186 | - | - |
| met1 | 1012 | 0.244 | 3100 |
| met2 | 41 | 0.232 | 2280 |
| met3 | 0 | 0.0115 | 197 |
| met4 | 0 | 0 | 0 |
| met5 | - | 0 | 0 |
## power by group through the flow
| stage | logic [mW] | registers [mW] | clock network, mW |
|---|---|---|---|
| final | 0.118 | 0.000507 | 0 |
| after global routing | 0.133 | 0.000513 | 0 |
| after CTS | 0.119 | 0.000510 | 0 |
## how the worst max path moves through the flow
| stage | startpoint | end | slack, ps |
|---|---|---|---|
| finish | opA[9] | res[13] | 4090 |
| global route | opA[8] | res[13] | 3880 |
| CTS | opA[9] | res[13] | 4080 |
## final cells by class
type	instances	area (sq um)
timing repair buffer	53	526
multi-input combinational	258	1920
tap	96	120
fill	736	4190
inverter	48	180
sequential	1	15.0
## placed cells by master, fill, tap and decap left out, types with 2 or more instances in the layout
master	Yosys	routed
clkdlybuf4s50_1	0	51
inv_1	48	48
ha_1	48	48
nor2_1	31	31
nand2_1	28	28
a21oi_1	26	26
o21ai_0	22	22
o211ai_1	10	10
xnor2_1	8	8
xor2_1	6	6
nor3_1	6	6
a211oi_1	6	6
nand2b_1	5	5
a31oi_1	5	5
o31ai_1	5	5
nor2b_1	4	4
o21bai_1	4	4
mux2i_1	4	4
o221ai_1	3	3
nand3_1	3	3
nand3b_1	2	2
nor4_1	2	2
a21o_1	2	2
or3_1	2	2
mux4_2	2	2
and3_1	2	2
a2111oi_0	2	2
fa_1	2	2
conb_1	2	2
buf_4	2	2
Power figures rest on the tool's default switching activity, not on a simulated workload.
